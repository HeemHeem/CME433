==> design/flow/config.mk <==
export PLATFORM = sky130hd
export DESIGN_NAME = mult16bvia8bit
export DESIGN_NICKNAME = mult16bvia8bit
export VERILOG_FILES = /design/flow/design.v
export SDC_FILE = /design/flow/constraint.sdc
export NUM_CORES = 4
export LEC_CHECK = 1
export CORE_UTILIZATION = 30
==> design/flow/constraint.sdc <==
current_design mult16bvia8bit

set clk_period 15.1
set clk_io_pct 0.2

create_clock -name clk0 -period $clk_period

set non_clock_inputs [all_inputs -no_clocks]
set_input_delay [expr $clk_period * $clk_io_pct] -clock clk0 $non_clock_inputs
set_output_delay [expr $clk_period * $clk_io_pct] -clock clk0 [all_outputs]
==> design/flow/design.v <==
module exact_mult (
    input  logic signed [ 7:0] i_a,
    input  logic signed [ 7:0] i_b,
    output logic signed [15:0] o_z
);
  always_comb begin
    o_z = i_a * i_b;
  end
endmodule : exact_mult
module mult16bvia8bit (
    input  logic signed [15:0] i_a,
    input  logic signed [15:0] i_b,
    output logic signed [31:0] o_z
);
  logic signed [ 7:0] inA[0:3];
  logic signed [ 7:0] inB[0:3];
  logic signed [15:0] ouP[0:3];
  exact_mult mult (
      .i_a(inA[0]),
      .i_b(inB[0]),
      .o_z(ouP[0])
  );
  genvar i;
  generate
    ;
    for (i = 1; i < 4; i = i + 1) begin : base
      exact_mult mult (
          .i_a(inA[i]),
          .i_b(inB[i]),
          .o_z(ouP[i])
      );
    end
  endgenerate
  assign inA[0] = {1'b0, i_a[6:0]};
  assign inB[0] = {1'b0, i_b[6:0]};
  assign inA[1] = {1'b0, i_a[6:0]};
  assign inB[1] = i_b[14:7];
  assign inA[2] = i_a[14:7];
  assign inB[2] = {1'b0, i_b[6:0]};
  assign inA[3] = i_a[14:7];
  assign inB[3] = i_b[14:7];
  always_comb begin
    o_z = ouP[0] + (ouP[1] + ouP[2]) * 2 ** 7 + ouP[3] * 2 ** 14;
  end
endmodule : mult16bvia8bit
==> design/flow/run.sh <==
#!/bin/bash
# OpenROAD 26Q1-2900-gdf79404cd8, Yosys 0.63+post, stock flow scripts
make -C /OpenROAD-flow-scripts/flow DESIGN_CONFIG=/design/flow/config.mk WORK_HOME=/design/flow/orfs finish
==> Changelog: implementation <==
### Implementation results

* Outcome: completed
* Crit-path max cell delay at 740 ps
* Clock buf count at 0
* Synth Seq Share at 0
* Seq_cells at 0
* Final setup violation count at 0
* Hold path depth at 4
* # placed instances at 1,675
* Postcts setup bufs at 0
* WHS at 7308 ps
* Yosys warns at 7
* Die Width at 183.6 um
* Routed WL per cell at 13.23 um
* Grt total ovfl at 0
* Finished Layout Cells at 1,676
* Core Rows at 66
* Routability congestion estimate at 0.8654
* Worst Setup Path Type: in -> out
* Final min period at 14,640 ps
* RSZ-0062 raised after global routing: false
* Yosys stat cell total at 1,165
* DP Wirelength at 19.85 mm
* Fin. Hold Viols at 0
* Max_cap viols at 0
* Register area at 0 sq um
* Die y size at 183.6 um
* Mean area per synthesized cell at 8.492 sq um
* Cycle use final at 0.9696
* Critical Path End Type: output pin
* DRT Pass-1 Iters at 5
* Die Area at 33,710 sq um
* Worst slew margin at 0.4549
* Initial antenna violation count at 1
* FP Core Util at 0.3048
* TNS Setup at 0 ps
* Detailed Route WL at 22.18 mm
* Most common cell on crit path: fa_1
* Max Transition Viols Final at 0
* Largest net degree at the start of global routing at 16
* Via density at 4.511
* Core Area at 32,450 sq um
* HP Class: in -> out
* Post-CTS Hold Fix Bufs at 0
* FILL cells at 3,333
* Tot GR Track Use at 0.1458
* First-pass GRT wire length at 38.12 mm
* Iteration-0 DRC Markers at 232
* Yosys stat chip area at 9893 sq um
* Layout cells sized above 1 at 0.03974
* Io pins at 64
* Log Warnings at 35
* Worst-Margin Slew at 810.7 ps
* Fmax at 0.06830 GHz
* Worst setup SP type: input port
* Number of distinct library cells after synthesis at 51
* Vias in the first global route at 7,704
* Worst EP arrival at 11,620 ps
* Port Buffers at 62
* Drt drc at 0
* Post-layout util at 0.3466
* Post-route ant nets at 0
* Area delta synth->final at 13.68%
* CP required at 12,080 ps
* Vias at 7,561
* Post-Synthesis Cells at 1,165
* CP max-delay cell: clkdlybuf4s50_1
* Worst-path fanout max at 7
* Mapped Area at 9893 sq um
[synth_stat cells, types with 2 or more instances]
cell type | n | area [sq um]
a21o_1 | 13 | 97.59
o21bai_1 | 9 | 67.56
nor3b_1 | 2 | 15.01
a31oi_1 | 2 | 12.51
ha_1 | 153 | 1914
or3_1 | 3 | 18.77
nor2b_1 | 6 | 37.54
nand4_1 | 2 | 12.51
or2_2 | 2 | 12.51
clkbuf_1 | 29 | 108.9
inv_1 | 275 | 1032
nand3_1 | 12 | 60.06
mux2i_1 | 3 | 30.03
nand2_1 | 101 | 379.1
o31ai_1 | 3 | 22.52
nor3_1 | 19 | 95.09
o41ai_1 | 2 | 17.52
a211oi_1 | 5 | 37.54
fa_1 | 185 | 3704
nor4_1 | 4 | 25.02
and4_1 | 3 | 26.28
and2_1 | 125 | 782.0
nor2_1 | 40 | 150.1
o21a_1 | 5 | 37.54
xnor2_1 | 47 | 411.6
o21ai_0 | 15 | 75.07
a21oi_1 | 44 | 220.2
o211ai_1 | 6 | 45.04
o2111ai_1 | 2 | 17.52
a21boi_0 | 2 | 15.01
nand2b_1 | 13 | 81.33
xor2_1 | 14 | 122.6
[critical path, delay by kind of cell]
| kind | cells | cell delay, ps |
|---|---|---|
| AOI/OAI and AO/OA | 6 | 1410 |
| xor gates and xnor gates | 1 | 170 |
| adders and majority gates | 8 | 3840 |
| buffers and inverters | 7 | 1650 |
| muxes | 1 | 210 |
| and+or+nand+nor | 6 | 1320 |
[layer usage]
metal / GRT usage / share of wire
met4: 0.004667 / 0.0033
met2: 0.2342 / 0.46
met1: 0.2137 / 0.47
met3: 0.03695 / 0.070
met5: 0 / 0
[layout make-up]
type,count,area [sq um],share of cell area
multi-input combinational,859,8755,0.7784
inverter,276,1036,0.09211
timing repair buffer,98,900.9,0.08010
tap,442,553.0,0.04917
antenna,1,2.502,0.0002225
[through the flow]
step | worst slack [ps] | area [sq um]
2_1_floorplan | 1985 | 9893
3_3_place_gp | 313.3 | 11220
3_5_place_dp | 353.1 | 11220
4_1_cts | 267.6 | 11220
5_1_grt | 5.079 | 11240
6_report | 459.5 | 11250
[timing repair]
item / CTS / global route
setup endpoints to repair: 0 / 2
endpoints found under the hold margin: 0 / 0
gates resized: 0 / 8
[placed cells by master, fill, tap and decap left out, types with 6 or more instances in the layout]
master | Yosys | final
buf_4 | 1 | 36
o21ai_0 | 15 | 15
xnor2_1 | 47 | 47
and2_1 | 125 | 125
fa_1 | 185 | 185
o211ai_1 | 6 | 6
a21o_1 | 13 | 13
nand3_1 | 12 | 12
o21bai_1 | 9 | 9
a21oi_1 | 44 | 44
nand2b_1 | 13 | 13
nand2_1 | 101 | 101
inv_1 | 275 | 274
ha_1 | 153 | 153
xor2_1 | 14 | 13
nor2b_1 | 6 | 6
clkdlybuf4s50_1 | 0 | 58
nor3_1 | 19 | 19
nor2_1 | 40 | 40
[worst paths after layout]
check | to | slack [ps] | from
setup / recovery | o_z[27] | 460 | i_b[9]
hold / removal | o_z[0] | 7310 | i_b[0]
[cells by family (layout without fill, tap and decap cells)]
group | Yosys count | in the layout | synth area share
compound gates | 118 | 118 | 0.07854
xor+xnor | 62 | 62 | 0.05565
fa+ha+maj | 339 | 339 | 0.5689
buf+inv | 306 | 374 | 0.1165
mux | 3 | 3 | 0.003035
other cells | 0 | 1 | 0
simple gates | 337 | 337 | 0.1774
