$ cat flow/design.v
module Computational_unit(
	input wire clk, sync_reset,
	input reg i_sel, y_sel, x_sel,
	input reg [3:0] source_sel, dm, i_pins, nibble_ir,
	input reg [8:0] reg_en,
	output reg [3:0] i, data_bus, o_reg, r,
	output reg r_eq_0
);
reg [3:0] x0, x1, y0, y1, m;
reg [3:0] pm_data, i_sel_mux, x, y;
always @ *
	pm_data <= nibble_ir;
always @ *
case(source_sel)
	4'd0: data_bus <= x0;
	4'd1: data_bus <= x1;
	4'd2: data_bus <= y0;
	4'd3: data_bus <= y1;
	4'd4: data_bus <= r;
	4'd5: data_bus <= m;
	4'd6: data_bus <= i;
	4'd7: data_bus <= dm;
	4'd8: data_bus <= pm_data;
	4'd9: data_bus <= i_pins;
	default: data_bus <= 4'h0;
endcase
always @ (posedge clk)
	if (reg_en[5] == 1'b1)
		m <= data_bus;
	else
		m <= m;
always @ *
	if (i_sel == 1'b1)
		i_sel_mux <= i + m;
	else
		i_sel_mux <= data_bus;
always @ (posedge clk)
	if (reg_en[6] == 1'b1)
		i <= i_sel_mux;
	else
		i <= i;
always @ (posedge clk)
	if (reg_en[8] == 1'b1)
		o_reg <= data_bus;
	else
		o_reg <= o_reg;
always @ (posedge clk)
	if(reg_en[0] == 1'b1)
		x0 <= data_bus;
	else
		x0 <= x0;
always @ (posedge clk)
	if(reg_en[1] == 1'b1)
		x1 <= data_bus;
	else
		x1 <= x1;
always @ (posedge clk)
	if(reg_en[2] == 1'b1)
		y0 <= data_bus;
	else
		y0 <= y0;
always @ (posedge clk)
	if(reg_en[3] == 1'b1)
		y1 <= data_bus;
	else
		y1 <= y1;
always @ *
	if (x_sel == 1'b1)
		x <= x1;
	else
		x <= x0;
always @ *
	if (y_sel == 1'b1)
		y <= y1;
	else
		y <= y0;
reg[3:0] alu_out;
reg alu_out_eq_0;
reg [7:0] mult;
always @ *
	mult <= x*y;
always @ *
if (sync_reset == 1'b1)
	alu_out <= 4'h0;
else
	case(nibble_ir[2:0])
		3'b000: if(nibble_ir[3] == 1'b0)
						alu_out <= -x;
					else
						alu_out <= r;
		3'b001: alu_out <= x-y;
		3'b010: alu_out <= x + y;
		3'b011: alu_out <= mult[7:4];
		3'b100: alu_out <= mult[3:0];
		3'b101: alu_out <= x ^ y;
		3'b110: alu_out <= x & y;
		3'b111: if(nibble_ir[3] == 1'b0)
						alu_out <= ~x;
					else
						alu_out <= r;
	endcase
always @ *
	if (sync_reset == 1'b1)
		alu_out_eq_0 <= 1'b1;
	else if (alu_out == 4'h0)
		alu_out_eq_0 <= 1'b1;
	else
		alu_out_eq_0 <= 1'b0;
always @ (posedge clk)
	if (reg_en[4] == 1'b1)
		r_eq_0 <= alu_out_eq_0;
	else
		r_eq_0 <= r_eq_0;
always @ (posedge clk)
	if(reg_en[4] == 1'b1)
		r <= alu_out;
	else
		r <= r;
endmodule
$ cat flow/run.sh
#!/bin/bash
# OpenROAD 26Q1-2900-gdf79404cd8, Yosys 0.63+post, stock flow scripts
make -C /OpenROAD-flow-scripts/flow DESIGN_CONFIG=/design/flow/config.mk WORK_HOME=/design/flow/orfs finish
$ cat flow/config.mk
export PLATFORM = sky130hd
export DESIGN_NAME = Computational_unit
export DESIGN_NICKNAME = Computational_unit
export VERILOG_FILES = /design/flow/design.v
export SDC_FILE = /design/flow/constraint.sdc
export NUM_CORES = 4
export LEC_CHECK = 1
export CORE_UTILIZATION = 30
$ cat flow/constraint.sdc
current_design Computational_unit

set clk_period 4.6
set clk_io_pct 0.2

create_clock -name clk0 -period $clk_period [get_ports {clk}]

set non_clock_inputs [all_inputs -no_clocks]
set_input_delay [expr $clk_period * $clk_io_pct] -clock clk0 $non_clock_inputs
set_output_delay [expr $clk_period * $clk_io_pct] -clock clk0 [all_outputs]
==> flow_metrics.py <==
# Metrics from the implementation run
metrics = {
    "outcome": {
        "status": "completed",
    },
    "final_timing": {
        "relSlewSlack_pct": 49.0,
        "finalCriticalPeriod_ns": 4.40,
        "whs_ns": 0.705,
        "hold_violations": 0,
        "max_freq_mhz": 227,
        "finalCritPeriodShare_pct": 95.7,
        "fin_tns_setup_ns": 0,
        "tightest_slew_ns": 0.764,
        "setup_viol": 0,
        "clock_skew_ns": 0.00256,
        "slew_violations": 0,
    },
    "synth": {
        "ys_cells": 265,
        "avgSynthCellArea_um2": 10.4,
        "edf_count": 33,
        "synth_chip_area_um2": 2740,
        "synth_warnings": 1,
        "synthArstFlopShare_pct": 0,
        "synth_cells": 265,
        "most_common_cell": "edfxtp_1",
        "ys_types": 52,
        "ys_top_cells_by_count": "edfxtp_1, nor2_1, ha_1",
        "synth_flops": 33,
        "synth_area_um2": 2740,
        "area_leaders": "edfxtp_1, ha_1, mux2i_1",
        "ys_seq_share_pct": 36.1,
        "synth.largest_area_cell": "edfxtp_1",
        "flop_cell": "edfxtp_1",
        "synth_top_area_share_pct": 36.1,
    },
    "floorplanning": {
        "coreArea_um2": 8810,
        "fp_util_pct": 31.2,
        "ios": 47,
        "row_count": 34,
        "die_y_um": 97.6,
        "die_x_um": 97.6,
        "floorplan.die_area_um2": 9530,
    },
    "flow_run": {
        "drv_cap": 0,
        "warnings": 26,
    },
    "setup_path": {
        "critical_path_class": "primary input to flop",
        "crit_path_end": "r_eq_0",
        "required_ns": 4.61,
        "rr_worst_depth": 12,
        "r2r_start": "x1[2]",
        "max_stage_delay_ns": 0.55,
        "critical_path_arrival_ns": 4.41,
        "critPathLaunch": "y_sel",
        "cp_max_fo": 6,
        "r2r_slack_ns": 1.05,
        "critical_path.cell_chain": "clkdlybuf4s50_1 -> buf_4 -> mux2i_2 -> inv_1 -> nand2_1 -> fa_1 -> inv_1 -> fa_1 -> inv_1 -> fa_2 -> nand2b_4 -> a21oi_2 -> xor2_1 -> o21ai_1 -> a221oi_2 -> nor4_2",
        "startpoint_type": "primary input",
        "r2r-end": "r_eq_0",
        "end_kind": "flop",
        "cp_slowest_cell": "fa_1",
        "crit_top_cell": "inv_1",
    },
    "grt": {
        "grt_max_degree": 21,
        "grt_pass1_vias": 2192,
        "grt.total_usage_pct": 14.8,
        "overflow": 0,
        "grt_antenna_before_repair": 0,
        "grt_pass1_wl_um": 10800,
    },
    "detailed_routing": {
        "drt_wl_total_um": 6730,
        "insertedDiodeCount": 0,
        "route.detailed.drc": 0,
        "drtIter0Drc": 79,
        "drt_pass1_iterations": 20,
        "via_count": 2263,
        "ant_nets": 0,
        "vias_per_cell": 5.07,
        "wl_per_cell_um": 15.1,
    },
    "finish": {
        "syn_to_final_growth_pct": 33.1,
        "seqCellArea_um2": 991,
        "logic_area_um2": 1660,
        "fin_area_um2": 3650,
        "fill_cells": 796,
        "drive_gt1_share_pct": 19.8,
        "final_util_pct": 41.5,
    },
    "clocking": {
        "cts_tree": "done",
        "cts_root_buf": "clkbuf_8",
        "cts_buffers": 5,
        "htree_levels": 2,
        "clkSinkCount": 33,
        "cts.hold.buffers_added": 0,
        "insertion_delay_ns": 0.28,
        "cts.path.max_buffers": 2,
        "path_clk_slew_ns": 0.06,
    },
    "pwr": {
        "p_sw_w": 0.000316,
        "peakVddDrop_mv": 0.158,
        "p_leak_nw": 1.49,
        "p_per_area_nw_per_um2": 278,
        "finalPower_w": 0.00102,
        "pwr-share-comb_pct": 40.4,
        "pwr-share-seq_pct": 39.6,
        "p_sw_share_pct": 31.1,
        "intPower_w": 0.000700,
        "p_clk_share_pct": 20.1,
    },
    "placed_design": {
        "portBuffers": 45,
        "post-dp-hpwl_um": 5410,
        "placed_cell_area_um2": 3510,
        "gp_congestion": 0.870,
    },
    "hold_path": {
        "worstHoldPathType": "flop to flop",
        "whs_path_depth": 2,
    },
}
## worst min path at each step
stage | start | end | slack [ns]
global route | m[0] | i[0] | 0.74
CTS | m[0] | i[0] | 0.71
finish | m[0] | i[0] | 0.71
## area by class of cell
class	count	share of cell area, %
multi-input cells	199	45.6
flip-flops and latches	33	27.1
repair buffers	79	19.4
well taps	108	3.70
clock buffers	6	1.99
inverters	19	1.95
clock inverters	2	0.274
## layout by cell type (no fill, tap or decap), drive strengths merged, types with 5 or more instances in the layout
master         count
clkdlybuf4s50     44
buf               34
edfxtp            33
nor2              26
ha                23
mux2i             20
inv               19
a21oi             14
nand2             12
nor2b              9
xnor2              8
o21ai              8
nor3b              7
fa                 6
clkbuf             6
a221oi             5
## power groups by stage
| stage | Clock, W | Sequential, W | Combinational [W] |
|---|---|---|---|
| after CTS | 0.000211 | 0.000402 | 0.000401 |
| after global routing | 0.000224 | 0.000406 | 0.000458 |
| final | 0.000204 | 0.000402 | 0.000410 |
## per-layer routing
layer	GRT usage [%]	wire (µm)
met5	0	0
met4	1.17	31
met3	4.03	427
met2	23.5	3090
met1	21.8	3190
## stage by stage
step | instances | setup slack [ns]
2_1_floorplan | 265 | 0.464
3_3_place_gp | 438 | -0.248
3_5_place_dp | 438 | -0.254
4_1_cts | 446 | 0.0380
5_1_grt | 446 | -0.0297
6_report | 446 | 0.198
## cell families (layout without fill, tap and decap cells)
kind of cell / Yosys count / in the layout / share of synthesized area, %
AND-OR/OR-AND: 59 / 59 / 15.0
adder cells (fa/ha/maj): 31 / 31 / 15.6
flip-flops: 33 / 33 / 36.1
AND/OR/NAND/NOR: 74 / 74 / 13.8
XOR/XNOR: 11 / 11 / 3.51
buffers and inverters: 33 / 106 / 5.24
multiplexers: 24 / 24 / 10.8
## timing repair
action	4_1_cts	5_1_grt
setup buffers	0	0
gates resized	0	13
setup endpoints to repair	0	2
## worst max-delay path: cells and delay by family
family                     cells  cell delay, ns
AOI/OAI and AO/OA              3            0.59
xor gates and xnor gates       1            0.16
adders and majority gates      3            1.49
buffers and inverters          5            0.78
muxes                          1            0.15
and+or+nand+nor                3            0.33
Power figures rest on the tool's default switching activity, not on a simulated workload.
