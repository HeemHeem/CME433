## ./constraint.sdc

```tcl
current_design log_multiplier

set clk_period 10.2
set clk_io_pct 0.2

create_clock -name clk0 -period $clk_period

set non_clock_inputs [all_inputs -no_clocks]
set_input_delay [expr $clk_period * $clk_io_pct] -clock clk0 $non_clock_inputs
set_output_delay [expr $clk_period * $clk_io_pct] -clock clk0 [all_outputs]
```

## ./run.sh

```bash
#!/bin/bash
# OpenROAD 26Q1-2900-gdf79404cd8, Yosys 0.63+post, stock flow scripts
make -C /OpenROAD-flow-scripts/flow DESIGN_CONFIG=/design/flow/config.mk WORK_HOME=/design/flow/orfs finish
```

## ./design.v

```verilog
module adder(
	input  bit [9:0] op1, op2,
	output bit			fraction_sum_carry,
	output bit [10:0] sum
	);
	bit [7:0] fraction_sum;
	assign fraction_sum = op1[6:0] + op2[6:0];
	assign fraction_sum_carry = fraction_sum[7];
	assign sum = op1 + op2;
endmodule
module antilog_converter(
	input  bit [10:0] log_result,
	input  bit        fraction_sum_carry,
	output bit [15:0] result
	);
	bit [22:0] temp_result;
	bit [3:0] k;
	bit [6:0] x;
	assign k = log_result[10:7];
	assign x = log_result[6:0];
	always @ *
		if (!fraction_sum_carry)
			temp_result = {1'b1, x} << k;
		else
			temp_result = {1'b1, x} << k;
	assign result = temp_result[22:7];
endmodule
module lod(
	input  bit [7:0] data,
	output bit		  zero_flag,
	output bit [2:0] pos,
	output bit [6:0] fraction
);	
	assign zero_flag = data == 8'b0;
	always @ *
		if		  (data[7]) pos = 3'd7;
		else if (data[6]) pos = 3'd6;
		else if (data[5]) pos = 3'd5;
		else if (data[4]) pos = 3'd4;
		else if (data[3]) pos = 3'd3;
		else if (data[2]) pos = 3'd2;
		else if (data[1]) pos = 3'd1;
		else					pos = 3'd0;
	assign fraction = data[6:0] << (8 - pos - 1);
endmodule
module log_converter (
	input  bit [2:0] k,
	input  bit [6:0] x,
	output bit [9:0] log_value
	);
	assign log_value = {k, x};
endmodule
module log_multiplier(
	input  bit [7:0]	A, B,
	output bit		 	zero_flag_A, zero_flag_B,
	output bit [2:0]	leading_A, leading_B, 
	output bit [6:0]	fraction_A, fraction_B,
	output bit [9:0]	log_A, log_B,
	output bit			fraction_sum_carry,
	output bit [10:0]	log_result,
	output bit [15:0] result
	);
	lod lod_A(
		.data(A),
		.zero_flag(zero_flag_A),
		.pos(leading_A),
		.fraction(fraction_A)
	);
	lod lod_B(
		.data(B),
		.zero_flag(zero_flag_B),
		.pos(leading_B),
		.fraction(fraction_B)
	);
	log_converter log_converter_A(
		.k(leading_A),
		.x(fraction_A),
		.log_value(log_A)
	);
	log_converter log_converter_B(
		.k(leading_B),
		.x(fraction_B),
		.log_value(log_B)
	);
	adder adder(
		.op1(log_A),
		.op2(log_B),
		.fraction_sum_carry(fraction_sum_carry),
		.sum(log_result)
	);
	antilog_converter antilog_converter(
		.log_result(log_result),
		.fraction_sum_carry(fraction_sum_carry),
		.result(result)
	);
endmodule
```

## ./config.mk

```make
export PLATFORM = sky130hd
export DESIGN_NAME = log_multiplier
export DESIGN_NICKNAME = log_multiplier
export VERILOG_FILES = /design/flow/design.v
export SDC_FILE = /design/flow/constraint.sdc
export NUM_CORES = 4
export LEC_CHECK = 1
export CORE_UTILIZATION = 30
```

==> notes.md <==
run metrics: Die W=84.9 um, Synth area leader=buf_4, initial antenna violation count=0, Post-Syn Area=2060 um^2, vias per inst=5.80, largest net degree at the start of global routing=14, CP Cell Sequence=clkdlybuf4s50_1, nand2b_1, a21oi_1, o21bai_1, nand2_1, clkinv_1, ha_1, mux4_2, nand2b_1, o21ai_1, ha_1, or3_1, a21oi_1, buf_4, or3_1, nand2_4, inv_2, a211oi_2, nor2_1, a211oi_1, clkdlybuf4s50_1, setup TNS=0 ps, # IOs=86, Remaining DRCs=0, Pre-Place Util=31.7%, Seq Cell Count=0, fin crit period=9770 ps, CP max stage delay=620 ps, Final Cycle Share=95.8%, filler instances=641, Sequential cell area=0 um^2, CP Max Fanout=13, CTS Hold Bufs=0, GP Congestion=0.902, 1st-iter DRT viols=206, Setup Crit Path Kind=input pin to output port, Die Height=84.9 um, Final Max Tran Viols=0, Area Overhead vs Synth=38.0%, hold slack=5100 ps, DR pass1 iterations=20, clock buffers=0, yosys synthesis chip area=2060 um^2, number of setup buffers added after CTS=0, Peak VDD IR=0.0398 mV, CP Data Arrival Time=7730 ps, tool warning count=32, fmax=0.102 GHz, CP top delay family=buffers and inverters, chip area=7210 um^2, synth warn=2, vias in the first global route=2201, total congestion overflow=0, first-pass GRT wire length=11000 um, unrepaired setup endpoints after global routing=false, pwr/cell area=132 nW/um^2, crit path buf inv count=5, Area leader share=7.28%, Distinct cells, synth=71, Final Hold Viols=0, yosys stat cell total=297, core area=6490 um^2, Top cells excl fill/tap=clkdlybuf4s50_1 (86), nor2_1 (30), a21oi_1 (20), nand2_1 (16), inv_1 (13), Cell area leaders=buf_4 (7.3%), ha_1 (7.3%), nor2_1 (5.5%), Antenna Nets Post-Route=0, Port Buffers=86, CP startpoint kind=input pin, CP required=8160 ps, status=finished, final reports clean, Synth Area per Inst=6.94 um^2, Antenna Cells=0, type of destination of the critical path=output port, most numerous logic cell after layout=clkdlybuf4s50_1, Slew Limit Headroom=44.5%, # rows=29, Worst Slack Setup Final=425 ps, WL per Instance=15.9 um, layout cells sized above 1=8.73%, register area share after synthesis=0%, Slowest-stage cell, CP=ha_1, worst hold-check path type=input pin to output port, Worst-Margin Slew=826 ps, post-DP HPWL=5700 um, endpoints failing setup=0, Cells after Synth=297, Leakage=0.00106 uW, via count=2505, GRT Total Usage=18.8%, DP Worst Slack=385 ps, aggregate routed wire length=6870 um, number of max-cap violations=0
==> path summary, 6_finish.rpt <==
path	depth (start not counted)	start	endpoint	slack, ps
setup / recovery	21	A[2]	result[9]	430
hold / removal	3	A[1]	zero_flag_A	5100
==> report_power, final <==
part	total, uW	internal (uW)	switching, uW
Clock	0	0	0
Combinational	376	191	185
Sequential	0	0	0
Total	376	191	185
==> metal layers <==
layer / part of all wire, % / global-route usage [%] / up-vias
met5: 0 / 0 / -
met4: 0.42 / 0.770 / 0
met3: 4.7 / 0.790 / 4
met2: 47 / 30.2 / 97
met1: 48 / 29.8 / 1154
li1: - / - / 1250
==> cell type report <==
type	instances	area (um^2)	area share (%)
inverter	19	76.3	2.68
multi-input combinational	247	1790	62.9
tap	77	96.3	3.39
timing repair buffer	89	883	31.0
==> metrics by stage <==
step | utilization [%] | power, uW | cells | instance area [um^2]
after floorplan | - | 219 | 297 | 2060
after global placement | 43.7 | 381 | 432 | 2840
after detailed placement | 43.7 | 374 | 432 | 2840
after CTS | 43.7 | 376 | 432 | 2840
after global routing | 43.8 | 410 | 432 | 2850
final | 43.8 | 376 | 432 | 2850
==> repair_timing <==
item | in CTS | in global routing
resized | 0 | 2
setup endpoints to repair | 0 | 3
hold endpoints to repair | 0 | 0
==> logic make-up (layout without fill, tap and decap cells) <==
group           count (synthesis)  after routing  synth area share (%)
buf+inv                        50            108                  13.5
simple gates                  104            104                  26.0
mux                            10             10                  7.46
compound gates                115            115                  42.7
xor+xnor                        5              5                  2.12
fa+ha+maj                      13             13                  8.25
==> cells in the mapped netlist, types with 5 or more instances <==
cell      count
o211ai_1     10
a21oi_1      20
a211oi_1      6
nor2_1       30
inv_1        13
nand4_1       6
nor3_1        5
nor2b_1       6
nand2_1      16
ha_1         12
buf_4        20
nand2b_1      5
nand3_1      11
clkbuf_1      6
o22ai_1       7
a21o_1        5
o21ai_0      13
Power is estimated from default activity; no workload was simulated.
